<file path="./run.sh">
#!/bin/bash
# OpenROAD 26Q1-2900-gdf79404cd8, Yosys 0.63+post, stock flow scripts
make -C /OpenROAD-flow-scripts/flow DESIGN_CONFIG=/design/flow/config.mk WORK_HOME=/design/flow/orfs finish
</file>
<file path="./config.mk">
export PLATFORM = sky130hd
export DESIGN_NAME = OneHzClk
export DESIGN_NICKNAME = OneHzClk
export VERILOG_FILES = /design/flow/design.v
export SDC_FILE = /design/flow/constraint.sdc
export NUM_CORES = 4
export LEC_CHECK = 1
export CORE_AREA = 10 10 100 100
export DIE_AREA = 0 0 110 110
</file>
<file path="./constraint.sdc">
current_design OneHzClk

set clk_period 3.8
set clk_io_pct 0.2

create_clock -name clk0 -period $clk_period [get_ports {c}]

set non_clock_inputs [all_inputs -no_clocks]
set_input_delay [expr $clk_period * $clk_io_pct] -clock clk0 $non_clock_inputs
set_output_delay [expr $clk_period * $clk_io_pct] -clock clk0 [all_outputs]
</file>
<file path="./design.v">
`timescale 1ns / 1ps
module OneHzClk(
    input c,
    input reset1,
    output reg [24:0] count,
    output reg clk_out
    );
always@(negedge c)
begin
	if(reset1)
		begin
		count <= 0;
		clk_out <=0;
		end
	else begin
		if(count == 25000000)
		begin
		count <=0;
		clk_out <= ~clk_out;
		end
	else
		begin
		count <= count+1;
		end
	end
end
endmodule
</file>
==> qor.tcl <==
set qor(status) {finished clean}
set qor(critical_path.slowest_cell) {sky130_fd_sc_hd__dfxtp_4}
set qor(fin_worst_skew_ps) 19.43
set qor(timing.rr.start) {count[0]}
set qor(timing.setup.critical_path_class) {flop to output pin}
set qor(drtAntennaViolNets) 0
set qor(route.vias.total) 1276
set qor(clock_sink_count) 26
set qor(num_antenna_cells) 0
set qor(tool_warnings) 52
set qor(path_max_fanout) 6
set qor(grt_use_total_pct) 5.929
set qor(yosysMostFrequentCell) {sky130_fd_sc_hd__dfxtp_1}
set qor(routed_wire_length_per_instance_um) 11.12
set qor(worstPathCellList) {dlygate4sd2_1}
set qor(power.total_uw) 561.2
set qor(yosys.stat.seqShare_pct) 42.23
set qor(root_buffer) {sky130_fd_sc_hd__clkbuf_8}
set qor(r2r_slack_ps) 1620
set qor(pin_count) 28
set qor(number_of_drc_violations_after_detailed_routing) 0
set qor(cts.hold.buffers_added) 0
set qor(synthCells) 145
set qor(critical-path-top-delay-family) {flip-flops}
set qor(cp.buffers_inverters) 1
set qor(max-slew-margin-rel_pct) 78.44
set qor(grt_most_used_layer) {met2}
set qor(ir_worst_vdd_mv) 0.1266
set qor(min_path_cells) 2
set qor(floorplan.initialDensity_pct) 15.79
set qor(first_global_vias) 1204
set qor(worst_hold_slack_ps) 496.7
set qor(synth_area_leader_cell) {sky130_fd_sc_hd__dfxtp_1}
set qor(io_buffers) 27
set qor(synth-area-yosys_um2) 1232
set qor(floorplan.rows) 32
set qor(area_growth_syn_to_layout_pct) 60.81
set qor(cts_inserted_buffers) 3
set qor(die_area_um2) 12100
set qor(flop_cell) {sky130_fd_sc_hd__dfxtp_1}
set qor(edf_count) 0
set qor(critical_path.endpoint_type) {output pin}
set qor(ys.warnings.count) 1
set qor(finalSetupViolations) 0
set qor(startpoint) {count[13]}
set qor(dp_hpwl_um) 2482
set qor(synth_top_area_share_pct) 42.23
set qor(global_route_met2_usage_pct) 8.129
set qor(detail_route.vias_per_cell) 3.950
set qor(detail_route.iter0.violations) 69
set qor(cts.path.max_buffers) 2
set qor(routabilityCongestion) 0.7714
set qor(htreeDepth) 1
set qor(hold_path.class) {flop to flop}
set qor(cellPowerDensity_nw_per_um2) 283.2
set qor(crit_arrival_ps) 2840
set qor(clkLatencyLatePin_ps) 350
set qor(hold_viol_final) 0
set qor(data_required_time_at_the_worst_endpoint_ps) 3040
set qor(grtUsageMet1_pct) 7.801
set qor(power.static_leakage_nw) 0.9655
set qor(drt_first_pass_iters) 4
set qor(regToRegEndpoint) {count[18]}
set qor(max_cap_viol_count) 0
set qor(yosys-stat-cells) 145
set qor(critPathCapture) {count[13]}
set qor(startpoint_type) {flop}
set qor(postSynthRegisterBits) 26
set qor(drv_slew) 0
set qor(grt_antenna_before_repair) 0
set qor(critPathMaxStageDelay_ps) 350
set qor(tightest_slew_ps) 320.5
set qor(grt_first_pass_wirelength_um) 5740
set qor(r2r.worst_path.cells) 6
set qor(finalWirelength_um) 3593
set qor(fin_tns_setup_ps) 0
set qor(overflow) 0
set qor(width_of_the_die_um) 110
set qor(final_core_util_pct) 25.38
set qor(grt_setup_unrepaired) {no}
set qor(clkSlewWorstSetupHoldPaths_ps) 40
set qor(top_cells_by_area) {sky130_fd_sc_hd__dfxtp_1 (42%), sky130_fd_sc_hd__xnor2_1 (5.7%), sky130_fd_sc_hd__nor2_1 (5.2%)}
set qor(design.core.area_um2) 7807
set qor(final.fill_count) 828
set qor(grt_use_met3_pct) 3.408
set qor(die_height_um) 110
set qor(post_synth_num_cell_types) 28
set qor(async_set_or_reset_register_ratio_after_synthesis_pct) 0
set qor(clock_tree_from_tritoncts) {yes}
set qor(final_layout_size_suffix_gt1_share_pct) 24.89
set qor(grt_max_degree) 26
set qor(synthTopCellsByCount) {sky130_fd_sc_hd__dfxtp_1 (26), sky130_fd_sc_hd__nor2_1 (17), sky130_fd_sc_hd__a21oi_1 (12), sky130_fd_sc_hd__nand3_1 (11)}
set qor(cp_num_cells) 1
set qor(syn_area_per_cell_um2) 8.500
set qor(post_synth_instance_area_um2) 1232
==> area by class of cell <==
class / instances / area (um^2) / share of cell area (%)
multi-input cells: 107 / 658.1 / 33.21
flip-flops and latches: 26 / 575.6 / 29.04
repair buffers: 52 / 452.9 / 22.85
well taps: 102 / 127.6 / 6.439
clock inverters: 27 / 103.9 / 5.240
clock buffers: 3 / 41.29 / 2.083
inverters: 6 / 22.52 / 1.136
==> sequential cells by signal (all words and copies together) (netlist names) <==
name     cells
clk_out      1
count       25
==> cells by family (layout without fill, tap and decap cells) <==
logic type,count (synthesis),after routing,share of synthesized area (%)
AOI/OAI and AO/OA,25,25,10.96
buffers and inverters,12,88,4.365
adders and majority gates,2,2,2.030
DFF,26,26,42.23
and+or+nand+nor,68,68,31.88
xor gates and xnor gates,12,12,8.528
==> worst min-delay path by stage <==
stage | start | end | slack (ps)
final | count[22] | count[22] | 500
after CTS | clk_out | clk_out | 480
after global routing | count[22] | count[22] | 520
==> cells in the final DEF (no fill, tap or decap), types with 4 or more instances in the layout <==
cell,count
sky130_fd_sc_hd__a21oi_1,12
sky130_fd_sc_hd__dlygate4sd2_1,22
sky130_fd_sc_hd__or3_1,9
sky130_fd_sc_hd__o21ai_0,9
sky130_fd_sc_hd__or4_1,5
sky130_fd_sc_hd__dfxtp_1,4
sky130_fd_sc_hd__xnor2_1,8
sky130_fd_sc_hd__inv_1,32
sky130_fd_sc_hd__xor2_1,4
sky130_fd_sc_hd__nor2_1,17
sky130_fd_sc_hd__buf_4,24
sky130_fd_sc_hd__dlymetal6s2s_1,4
sky130_fd_sc_hd__dfxtp_4,11
sky130_fd_sc_hd__dfxtp_2,11
sky130_fd_sc_hd__nand2_1,7
sky130_fd_sc_hd__nand3_1,11
==> what timing repair did <==
action	4_1_cts	5_1_grt
gates resized	55	4
setup buffers	13	3
setup endpoints to repair	26	4
cloned	0	0
==> where the power goes <==
part,switching [mW],internal [mW]
clock,0.154,0.111
combinational,0.0129,0.0121
sequential,0.00123,0.270
==> through the flow <==
stage / cells / instance area [um^2] / worst slack (ps)
global route: 323 / 1982 / 146.2
detailed placement: 278 / 1683 / 105.1
finish: 323 / 1982 / 199.9
CTS: 320 / 1949 / 12.82
floorplan: 145 / 1232 / 453.8
global placement: 278 / 1683 / 116.7
==> layer usage <==
layer | vias to the layer above | share of wire, %
li1 | 674 | -
met1 | 571 | 48
met2 | 29 | 43
met3 | 2 | 9.2
met4 | 0 | 0.47
met5 | - | 0
Power is estimated from default activity; no workload was simulated.
