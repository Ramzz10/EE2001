==> design/flow/design.v <==
`timescale 1ns / 1ps
module up_down_counter(
	 output reg [24:0] count,
    output reg [2:0] out,
	 output reg clk_out,
	 input reset,
	 input reset1,
	 input s,
	 input c
    );
always@(negedge c)
begin
	if(reset)
		begin
		count <= 0;
		clk_out <=1;
		end
	else begin
		if(count == 25000000)
		begin
		count <=0;
		clk_out <= ~clk_out;
		end
	else
		begin
		count <= count+1;
		end
	end
end
always@(negedge clk_out)
begin
	if(reset1)
		begin
		out <= 0;
		end
	else begin
		if(s)
		begin
		out <=out+1;
		end
	else
		begin
		out <= out-1;
		end
	end
end
endmodule
==> design/flow/run.sh <==
#!/bin/bash
# OpenROAD 26Q1-2900-gdf79404cd8, Yosys 0.63+post, stock flow scripts
make -C /OpenROAD-flow-scripts/flow DESIGN_CONFIG=/design/flow/config.mk WORK_HOME=/design/flow/orfs finish
==> design/flow/config.mk <==
export PLATFORM = sky130hd
export DESIGN_NAME = up_down_counter
export DESIGN_NICKNAME = up_down_counter
export VERILOG_FILES = /design/flow/design.v
export SDC_FILE = /design/flow/constraint.sdc
export NUM_CORES = 4
export LEC_CHECK = 1
export CORE_UTILIZATION = 30
==> design/flow/constraint.sdc <==
current_design up_down_counter

set clk_period 3.1
set clk_io_pct 0.2

create_clock -name clk0 -period $clk_period [get_ports {c}]

set non_clock_inputs [all_inputs -no_clocks]
set_input_delay [expr $clk_period * $clk_io_pct] -clock clk0 $non_clock_inputs
set_output_delay [expr $clk_period * $clk_io_pct] -clock clk0 [all_outputs]
==> results_dict.tcl <==
# collected from the flow reports
set metrics [dict create \
    status "finished, final reports clean" \
    irDropWorstVdd_mv 0.2789 \
    yosys_cells 157 \
    h-tree-depth 1 \
    cp_num_buf_inv 1 \
    cp-end-kind "output port" \
    place_ws_ns -0.09958 \
    intPower_uw 492.7 \
    switchingPower_uw 213.3 \
    hold_path_depth 2 \
    skew_ns 0.01477 \
    wl_per_cell_um 10.48 \
    cts_hold_buf 0 \
    p_sw_frac 0.3022 \
    whs_endpoint "count[0]$_SDFF_NP0_" \
    worst_slack_ns 0.04597 \
    yosys.stat.seqShare 0.4304 \
    die_y_um 69.05 \
    crit_family "flip-flops" \
    place_hpwl_um 2086 \
    ys_seq_elements 29 \
    untimed_endpoints 6 \
    cts_buffer_depth 2 \
    final_common_cell "inv_1" \
    via_count 1393 \
    clock_power_share 0.464 \
    rsz0062_at_grt "no" \
    io_buffers 32 \
    grt_max_degree 26 \
    critPathKind "reg2out" \
    viasPerCell 4.722 \
    yosys_area_sq_mm 0.001349 \
    hold_class "reg2reg" \
    ys_warn_count 1 \
    drt-total-wl_um 3093 \
    ioPinCount 33 \
    utilization 0.4844 \
    tns_ns 0 \
    clk_pin_slew_worst_paths_ns 0.04 \
    layout-drive-gt1-share 0.2634 \
    worstReg2RegStart "count[1]$_SDFF_NP0_" \
    path_cells "dlygate4sd2_1" \
    die_x_um 69.05 \
    worst_slew_pin_slew_ns 0.3177 \
    drc 0 \
    powerDensity_mw_per_mm2 337.1 \
    synth_cell_types 31 \
    finalSetupViolCount 0 \
    initial_core_util 0.3119 \
    diodes 0 \
    syn_area_per_cell_sq_um 8.591 \
    die_area_sq_mm 0.004768 \
    reg2reg_slack_ns 0.91 \
    clock-root-buffer "clkbuf_8" \
    hold_start "count[0]$_SDFF_NP0_" \
    cp.arrival_ns 2.43 \
    finalWeightedCongestion 0.8287 \
    antenna_found_initial 0 \
    clock_latency_ns 0.35 \
    critPathMaxFanout 2 \
    detail-route-antenna-nets 0 \
    seq_power_share 0.484 \
    grt_pass1_vias 1333 \
    unclocked_pins 3 \
    core_sq_mm 0.004324 \
    synth_area_sq_mm 0.001349 \
    critPathLaunchType "flop" \
    cts_tree "yes" \
    dr.pass1.iters 4 \
    layout_top_cells "35 x inv_1, 29 x buf_4, 26 x dfxtp_2" \
    worst_hold_slack_ns 0.5137 \
    p_leak_uw 0.0009536 \
    grt_overflow_total 0 \
    comb_power_share 0.051 \
    row_count 24 \
    grt_pass1_wl_um 5547 \
    finalPower_uw 706.1 \
    slew_viol_final 0 \
    grt_usage 0.1415 \
    r2r-end "count[22]$_SDFF_NP0_" \
    warning_count 52 \
    drt-initial-drc-count 48 \
    drv_cap 0 \
    worstPathRequired_ns 2.48 \
    area_delta_synth_final_pct 55.29 \
    synthCells 157 \
    r2r_cells 6 \
    final-hold-violation-count 0 \
    slowest_delay_ns 0.31 \
    maxSlewHeadroom 0.7853 \
    cts_made_buffers 3 \
    critPathSlowestCell "dfxtp_2" \
]
how the worst max path moves through the flow:
| stage | slack [ns] | end | cells after the start | start |
|---|---|---|---|---|
| CTS | 0.02 | count[22] | 1 | count[22]$_SDFF_NP0_ |
| global route | 0.002 | count[18] | 1 | count[18]$_SDFF_NP0_ |
| finish | 0.05 | count[24] | 1 | count[24]$_SDFF_NP0_ |
power by group through the flow:
stage	Sequential, uW	Combinational (uW)	Clock (uW)
after CTS	342	36.7	350
after global routing	341	40.6	399
final	342	36.2	328
sequential cells by signal, summed over array words and instances, names as in the netlist:
name     cells
clk_out      1
count       25
out          3
cell type report:
type                    instances  area, sq um
clock buffers                   3        41.29
inverters                       9        33.78
multi-input cells             113        703.2
flip-flops and latches         29        613.1
clock inverters                27        102.6
fillers                       436         2230
well taps                      52        65.06
repair buffers                 62        535.5
synth_stat cells (all sizes together):
master	number	area [sq um]
fa	1	20.02
nand3	12	65.06
xor2	2	17.52
and4	3	27.53
xnor2	12	105.1
nor3	3	15.01
nor2b	1	6.260
nand4	4	31.28
nor4	5	31.28
or4	5	41.29
ha	2	25.02
and3b	1	8.760
o21a	1	7.510
inv	10	37.54
buf	2	16.26
o21bai	1	7.510
a21oi	11	55.05
o21ai	8	40.04
nor4bb	1	10.01
clkbuf	3	11.26
dfxtp	29	580.6
or3	9	56.30
nand2	7	26.28
and3	2	12.51
nor2	19	71.32
o31ai	3	22.52
per-layer routing:
metal  track usage  routed length (um)  vias up
li1              -                   -      725
met2        0.1974                1302       38
met5             0                   0        -
met3       0.05193                 184        5
met1        0.2027                1559      625
met4       0.05669                  47        0
through the flow:
stage / instances / cell area (sq um)
after global routing: 295 / 2095
after floorplan: 157 / 1349
final: 295 / 2095
after CTS: 295 / 2085
after global placement: 260 / 1899
after detailed placement: 260 / 1899
cell families after synthesis:
family | after synthesis | share of synthesized area
adders and majority gates | 3 | 0.03339
xor gates and xnor gates | 14 | 0.09091
and+or+nand+nor | 72 | 0.2987
DFF | 29 | 0.4304
buffers and inverters | 15 | 0.04824
AOI/OAI and AO/OA | 24 | 0.09833
repair_timing:
action,CTS,global route
cloned,0,0
setup buffers,6,0
setup endpoints to repair,26,8
endpoints found under the hold margin,0,0
gates resized,52,8
No activity file was given, so power comes from the tool's default toggle rates.
